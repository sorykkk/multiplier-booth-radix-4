==> design.v <==
module mult_control_unit(
    input            clk, rst_b,
    input            bgn,
    input            cnt,
    input  wire[2:0] q_0,
    output reg       fin,
    output reg       c0, c2, c3, c4, c5, c6, c7
);
    typedef enum bit[3:0] {
            START = 4'b0000,
            S0    = 4'b0001,
            S2    = 4'b0010,
            S3    = 4'b0011,
            S4    = 4'b0100,
            S5    = 4'b0101,
            S6    = 4'b0110,
            S7    = 4'b0111,
            SC    = 4'b1000,
            S8    = 4'b1001,
            S9    = 4'b1010
    }state_e;
    state_e state;
    state_e next;
    always @(posedge clk, negedge rst_b) begin
        if(!rst_b) state <= START;
        else       state <= next;
    end
    always @* begin
        next = START;
        case(state)
            START : if(!bgn)                  next = START;
                    else                      
                    begin 
                                              next = S0;
                                              c0 = 1'b1;  
                    end
            S0    :                           next = SC;
            SC    :  if     (q_0 == 3'b010 || 
                             q_0 == 3'b001)   next = S2;
                     else if(q_0 == 3'b101 || 
                             q_0 == 3'b110)   next = S3;
                     else if(q_0 == 3'b011)   next = S4;
                     else if(q_0 == 3'b100)   next = S5;
                     else if(q_0 == 3'b000 || 
                             q_0 == 3'b111)   next = S6;
            S2    :                           next = S6;
            S3    :                           next = S6;
            S4    :                           next = S6;
            S5    :                           next = S6;
            S6    : if(!cnt)                  next = S7;
                    else                      next = S8;
            S7    :                           next = SC;
            S8    :                           next = S9;
            S9    :                           next = START;
        endcase
    end
    always @(posedge clk, negedge rst_b) begin
        {c0, c2, c3, c4, c5, c6, c7, fin} <= 8'b0;
        case(next)
            S2   :  c2           <= 1'b1;
            S3   :  {c2, c3}     <= 2'b11;
            S4   :  {c2, c4}     <= 2'b11;
            S5   :  {c2, c3, c4} <= 3'b111;
            S6   :  c5           <= 1'b1;
            S7   :  c6           <= 1'b1;
            S8   :  {c7, fin}    <= 2'b11;
        endcase
    end
endmodule
module mult_reg_a #(parameter WIDTH=32)(
    input                   clk, rst_b, 
    input                   clr, ld_obus,
    input                   ld_sum,
    input                   sh_r,
    input                   sh_i,
    input  wire [WIDTH:0]   sum,
    output reg  [WIDTH-1:0] obus,
    output reg  [WIDTH:0]   a
);
    always @(posedge clk, negedge rst_b) begin
        if(!rst_b || clr) 
            a <= {(WIDTH+1){1'b0}};
        else if(sh_r)
            a <= {{2{sh_i}}, a[WIDTH:2]};
        else if(ld_sum) 
            a <= sum;
    end
    always @*
        obus = (ld_obus)? a[WIDTH-1:0]: {WIDTH{1'bz}};
endmodule
module mult_counter #(parameter WIDTH=8)(
    input                 clk, rst_b, ld, clr,
    output reg[WIDTH-1:0] out
);
    always @(posedge clk, negedge rst_b) begin
        if(!rst_b || clr) out <= {WIDTH{1'b0}};
        else if(ld)       out <= out+1;
    end
endmodule
module mult_reg_q #(parameter WIDTH=32) (
    input                    clk, rst_b,
    input                    ld_ibus, ld_obus,
    input                    sh_r,
    input  wire [1:0]        sh_i,
    input  wire [WIDTH-1:0]  ibus,
    output reg  [WIDTH-1:0]  obus,
    output reg  [WIDTH-1:-1] q
);
    always @(posedge clk, negedge rst_b) begin
        if(!rst_b) 
            q            <= {(WIDTH+1){1'b0}};
        else if(ld_ibus) 
            q[WIDTH-1:0] <= ibus;
        else if(sh_r) begin
            q            <= {sh_i, q[WIDTH-1:1]};
        end
    end
    always @* 
        obus = (ld_obus)?q[WIDTH-1:0]:{WIDTH{1'bz}};
endmodule
module mult_reg_m #(parameter WIDTH=32)(
    input                   clk, rst_b, ld_ibus,
    input  wire [WIDTH-1:0] ibus,
    output reg  [WIDTH-1:0] m
);
    always @(posedge clk, negedge rst_b) begin
        if(!rst_b)       m <= {WIDTH{1'b0}};
        else if(ld_ibus) m <= ibus;
    end
endmodule
module mult #(parameter WIDTH=32)(
    input                  clk, rst_b,
    input                  bgn,
    input  reg [WIDTH-1:0] ibusA, ibusB,
    output wire[WIDTH-1:0] obusA, obusB,
    output reg             fin
);
    reg[WIDTH:0]             A;
    reg[WIDTH-1:-1]          Q;
    reg[WIDTH-1:0]           M;
    reg[WIDTH:0]             INV;
    reg[$clog2(WIDTH/2)-1:0] cnt;
    reg is_cnt,
        c0, c1, c2, c3, c4, c5, c6, c7, c8;
    wire [WIDTH:0] sum;
    assign INV = ((c4)? {M[WIDTH-1:0], 1'b0 } : {M[WIDTH-1], M[WIDTH-1:0]}) ^ {(WIDTH+1){c3}};
    parallel_adder #(WIDTH) adder_inst(.cin(c3), .a(INV), .b(A), .sum, .cout());
    mult_reg_m #(WIDTH) m_reg (.clk, .rst_b, .ld_ibus(c0), .ibus(ibusA), .m(M));
    mult_reg_a #(WIDTH) a_reg (.clk, .rst_b, .clr(c0),     
                               .ld_sum(c2),  .sum(sum), 
                               .sh_r(c5),    .sh_i(A[WIDTH]), 
                               .ld_obus(c7), .obus(obusA), 
                               .a(A));
    mult_reg_q #(WIDTH) q_reg (.clk, .rst_b, 
                               .ld_ibus(c0), .ibus(ibusB),        
                               .sh_r(c5),    .sh_i(A[1:0]), 
                               .ld_obus(c7), .obus(obusB),  
                               .q(Q));
    mult_counter #($clog2(WIDTH/2))  cnt_inst(.clk, .rst_b, .ld(c6), .out(cnt), .clr(c0));
    assign is_cnt = &cnt;
    mult_control_unit cntrl_inst(.clk, .rst_b, 
                                 .bgn, .c0, .c2, 
                                 .c3,  .c4, .c5, .c6, 
                                 .c7,  .fin,.q_0(Q[1:-1]), 
                                 .cnt(is_cnt));
endmodule
==> run.sh <==
#!/bin/bash
# OpenROAD 26Q1-2900-gdf79404cd8, Yosys 0.63+post, stock flow scripts
make -C /OpenROAD-flow-scripts/flow DESIGN_CONFIG=/design/flow/config.mk WORK_HOME=/design/flow/orfs finish
==> config.mk <==
export PLATFORM = sky130hd
export DESIGN_NAME = mult_reg_m
export DESIGN_NICKNAME = mult_reg_m
export VERILOG_FILES = /design/flow/design.v
export SDC_FILE = /design/flow/constraint.sdc
export NUM_CORES = 4
export LEC_CHECK = 1
export CORE_AREA = 10 10 94 94
export DIE_AREA = 0 0 104 104
==> constraint.sdc <==
current_design mult_reg_m

set clk_period 1.0
set clk_io_pct 0.2

create_clock -name clk0 -period $clk_period [get_ports {clk}]

set non_clock_inputs [all_inputs -no_clocks]
set_input_delay [expr $clk_period * $clk_io_pct] -clock clk0 $non_clock_inputs
set_output_delay [expr $clk_period * $clk_io_pct] -clock clk0 [all_outputs]
==> flow_summary.toml <==
# implementation run metrics
[global_route]
antenna_found_initial = 0
grt.overflow.total = 0
grt_pass1_vias = 993
grt_max_degree = 27
grt_pass1_wl_um = 5780
grt_use_total = 0.0663

[cells_and_area]
post-route-cell-area_um2 = 2140
drive_above_1_share = 0.568
largest_reg_flops = 32
instances_no_fill = 251
area_growth_pct = 58.8
fillCellCount = 714

[route]
drc = 0
num_antenna_cells = 0
wire_per_inst_um = 13.9
num_vias = 872
drtAntennaViolNets = 0
viasPerCell = 3.47
drt_iter0_markers = 16
first_pass_iters = 4
wl_um = 3490

[placed_design]
hpwl_um = 2540
io_buffers = 66
gp_congestion = 0.654
place_area_um2 = 2120
placed_cells = 232

[floorplanning]
dieWidth_um = 104
chipArea_um2 = 10800
die_y_um = 104
fp-utilization = 0.197
core.rowCount = 30
core_area_um2 = 6830
ioPinCount = 67

[worst_hold_path]
min_path_type = "input port to async pin"

[flow_run]
warning_count = 26
max_cap_violations = 0

[final_timing]
setup_viol = 0
post-route-min-period_ns = 0.981
rsz0062_at_grt = "true"
whs_ns = 0.330
max_freq_mhz = 1020
setup_tns_ns = 0
skew_ns = 0
worst_pin_slew_ns = 0.213
hold_viol = 0
period_used_share = 0.981
slew_violations = 0
max-slew-margin-rel = 0.858

[synth]
ys.flops = 32
yosys_most_used_dff = "dfrtp_1"
common_cells = "dfrtp_1, mux2_4, buf_12, mux2_2, buf_6"
ys_types = 5
synthArstFlopShare = 1.00
synth.avg_cell_area_um2 = 19.8
yosysChipArea_um2 = 1350
most_common_cell = "dfrtp_1"
area_leaders = "dfrtp_1, mux2_4, buf_12, mux2_2, buf_6"
edf_count = 0
syn_inst = 68
syn_area_um2 = 1350
synth_top_cell_by_area = "dfrtp_1"
synth_stat.cells = 68
ys_seq_share = 0.595
yosysWarnings = 3
top_area_frac = 0.595

[power]
power_w = 0.00311
cellPowerDensity_nw_per_um2 = 1460
p_leak_nw = 1.03
ir_worst_vdd_mv = 0.651

[worst_setup_path]
worstPathArrival_ns = 0.78
cp_cell_sequence = "buf_2"
crit_required_ns = 0.80
path_delay_family = "flip-flops"
crit_type = "flop to output pin"
cp-start-kind = "flop"
slowest_stage = "dfrtp_1"
endpoint_kind = "output pin"
max_stage_delay_ns = 0.38
crit_fanout = 2
worst-path-buf-inv = 1

[clock_network]
clockBufferDepth = 2
cts_tree = "built"
cts_htree_levels = 2
cts.sinks = 32
ctsHoldBuffers = 0
cts_root_buffer = "clkbuf_8"
clock_latency_ns = 0.27
numCtsBuffers = 5
clk_pin_slew_ns = 0.07

[run_status]
status = "completed"
worst paths after layout:
kind | depth (start not counted) | slack, ns | start | endpoint
max in group asynchronous | 2 | 0.50 | rst_b | m[12]$_DFFE_PN0P_
setup reg to reg | 2 | 0.12 | m[10]$_DFFE_PN0P_ | m[10]$_DFFE_PN0P_
setup / recovery | 1 | 0.02 | m[14]$_DFFE_PN0P_ | m[14]
min in group clk0 | 3 | 0.45 | ld_ibus | m[15]$_DFFE_PN0P_
hold / removal | 2 | 0.33 | rst_b | m[31]$_DFFE_PN0P_
hold reg to reg | 1 | 0.50 | m[5]$_DFFE_PN0P_ | m[5]$_DFFE_PN0P_
final cells by class:
| class | instances | area [um^2] | share of cell area |
|---|---|---|---|
| clock buffer | 8 | 90.1 | 0.0422 |
| multi-input combinational | 32 | 473 | 0.221 |
| sequential | 32 | 801 | 0.375 |
| tap | 96 | 120 | 0.0562 |
| timing repair buffer | 83 | 652 | 0.305 |
stage by stage:
step / setup slack, ns / utilization
6_report: 0.0191 / 0.313
5_1_grt: -0.0379 / 0.313
4_1_cts: 0.0000681 / 0.308
3_5_place_dp: -0.0265 / 0.310
3_3_place_gp: -0.0190 / 0.310
2_1_floorplan: 0.133 / -
routing by layer:
metal,GRT usage,wire [um]
met3,0.0401,455
met4,0.00497,13
met5,0,0
met2,0.0851,1330
met1,0.0961,1680
placed cells by master, fill, tap and decap left out:
cell	n
clkdlybuf4s50_1	33
buf_2	33
dfrtp_1	32
mux2_4	30
buf_4	14
clkbuf_8	6
mux2_2	2
clkbuf_1	2
buf_12	2
buf_6	1
cell families (layout without fill, tap and decap cells):
family                 count (synthesis)  count (layout)  synth area share
buffers and inverters                  4              91            0.0530
DFF                                   32              32             0.595
muxes                                 32              32             0.352
report_power, final:
group | switching, W | internal (W)
sequential | 0.0000596 | 0.00142
combinational | 0.000160 | 0.000463
clock | 0.000443 | 0.000561
total | 0.000662 | 0.00245
timing repair:
item                       in CTS  in global routing
setup buffers                   7                  5
gates resized                  98                  1
setup endpoints to repair      32                 27
